$ cat design/flow/design.v
module enable(input CLK, input RESET, input [3:0] n, output CE);
reg [3:0] count;
always @(posedge CLK or negedge RESET) begin
    if (!RESET) begin
        count <= 4'hf;
    end else begin
        count <= count == 0 ? n : count - 1;
    end
end
assign CE = count == 0;
endmodule
module _SDRAMController
(
  output [5-1:0] state,
  output reg [8-1:0] cmd,
  output reg [4-1:0] n,
  input [10-1:0] refresh_cnt,
  input rd_enable,
  input wr_enable,
  input CLK,
  input RESET,
  input CE
);
  reg [8-1:0] cmd_next;
  reg [5-1:0] yield_state;
  reg [5-1:0] yield_state_next;
  always @(cmd or refresh_cnt or rd_enable or wr_enable or CLK or RESET or CE or yield_state) begin
    cmd_next = cmd;
    if(yield_state == 5'b01000) begin
      cmd_next = 8'b10010001;
      n = 0;
      yield_state_next = 5'b01001;
    end else if(yield_state == 5'b01001) begin
      cmd_next = 8'b10111000;
      n = 0;
      yield_state_next = 5'b00101;
    end else if(yield_state == 5'b00101) begin
      cmd_next = 8'b10001000;
      n = 0;
      yield_state_next = 5'b01010;
    end else if(yield_state == 5'b01010) begin
      cmd_next = 8'b10111000;
      n = 7;
      yield_state_next = 5'b01011;
    end else if(yield_state == 5'b01011) begin
      cmd_next = 8'b10001000;
      n = 0;
      yield_state_next = 5'b01100;
    end else if(yield_state == 5'b01100) begin
      cmd_next = 8'b10111000;
      n = 7;
      yield_state_next = 5'b01101;
    end else if(yield_state == 5'b01101) begin
      cmd_next = 8'b1000000x;
      n = 0;
      yield_state_next = 5'b01110;
    end else if(yield_state == 5'b01110) begin
      cmd_next = 8'b10111000;
      n = 1;
      yield_state_next = 5'b01111;
    end else if(yield_state == 5'b01111) begin
      cmd_next = 8'b10111000;
      n = 0;
      yield_state_next = 5'b00000;
    end else if(yield_state == 5'b00000) begin
      if(refresh_cnt >= 519) begin
        cmd_next = 8'b10010001;
        n = 0;
        yield_state_next = 5'b00001;
      end else if(wr_enable) begin
        cmd_next = 8'b10011xxx;
        n = 0;
        yield_state_next = 5'b11000;
      end else if(rd_enable) begin
        cmd_next = 8'b10011xxx;
        n = 0;
        yield_state_next = 5'b10000;
      end else begin
        cmd_next = 8'b10111000;
        n = 0;
        yield_state_next = 5'b00000;
      end
    end else if(yield_state == 5'b00001) begin
      cmd_next = 8'b10111000;
      n = 0;
      yield_state_next = 5'b00010;
    end else if(yield_state == 5'b00010) begin
      cmd_next = 8'b10001000;
      n = 0;
      yield_state_next = 5'b00011;
    end else if(yield_state == 5'b00011) begin
      cmd_next = 8'b10111000;
      n = 7;
      yield_state_next = 5'b00100;
    end else if(yield_state == 5'b00100) begin
      cmd_next = 8'b10111000;
      n = 0;
      yield_state_next = 5'b00000;
    end else if(yield_state == 5'b11000) begin
      cmd_next = 8'b10111000;
      n = 1;
      yield_state_next = 5'b11001;
    end else if(yield_state == 5'b11001) begin
      cmd_next = 8'b10100xx1;
      n = 0;
      yield_state_next = 5'b11010;
    end else if(yield_state == 5'b11010) begin
      cmd_next = 8'b10111000;
      n = 1;
      yield_state_next = 5'b11011;
    end else if(yield_state == 5'b11011) begin
      cmd_next = 8'b10111000;
      n = 0;
      yield_state_next = 5'b00000;
    end else if(yield_state == 5'b10000) begin
      cmd_next = 8'b10111000;
      n = 1;
      yield_state_next = 5'b10001;
    end else if(yield_state == 5'b10001) begin
      cmd_next = 8'b10101xx1;
      n = 0;
      yield_state_next = 5'b10010;
    end else if(yield_state == 5'b10010) begin
      cmd_next = 8'b10111000;
      n = 1;
      yield_state_next = 5'b10011;
    end else if(yield_state == 5'b10011) begin
      cmd_next = 8'b10111000;
      n = 0;
      yield_state_next = 5'b10100;
    end else begin
      cmd_next = 8'b10111000;
      n = 0;
      yield_state_next = 5'b00000;
    end
  end
  always @(posedge CLK or negedge RESET) begin
    if(~RESET) begin
      cmd <= 8'b10111000;
      yield_state <= 5'b01000;
    end else begin
      if(CE) begin
        cmd <= cmd_next;
        yield_state <= yield_state_next;
      end 
    end
  end
  assign state = yield_state;
endmodule
module fsm (input CLK, input RESET, output [7:0] cmd, input rd_enable, input [9:0] refresh_cnt, output [4:0] state, input wr_enable);
wire [7:0] _SDRAMController_inst0_cmd;
wire [3:0] _SDRAMController_inst0_n;
wire [4:0] _SDRAMController_inst0_state;
wire enable_inst0_CE;
_SDRAMController _SDRAMController_inst0(.CE(enable_inst0_CE), .CLK(CLK), .RESET(RESET), .cmd(_SDRAMController_inst0_cmd), .n(_SDRAMController_inst0_n), .rd_enable(rd_enable), .refresh_cnt(refresh_cnt), .state(_SDRAMController_inst0_state), .wr_enable(wr_enable));
enable enable_inst0(.CE(enable_inst0_CE), .CLK(CLK), .RESET(RESET), .n(_SDRAMController_inst0_n));
assign cmd = _SDRAMController_inst0_cmd;
assign state = _SDRAMController_inst0_state;
endmodule
module sdram_controller_silica (
    wr_addr,
    wr_data,
    wr_enable,
    rd_addr,
    rd_data,
    rd_ready,
    rd_enable,
    busy, rst_n, clk,
    addr, bank_addr, data, clock_enable, cs_n, ras_n, cas_n, we_n,
    data_mask_low, data_mask_high
);
parameter ROW_WIDTH = 13;
parameter COL_WIDTH = 9;
parameter BANK_WIDTH = 2;
parameter SDRADDR_WIDTH = ROW_WIDTH > COL_WIDTH ? ROW_WIDTH : COL_WIDTH;
parameter HADDR_WIDTH = BANK_WIDTH + ROW_WIDTH + COL_WIDTH;
parameter CLK_FREQUENCY = 133;   
parameter REFRESH_TIME =  32;    
parameter REFRESH_COUNT = 8192;  
localparam CYCLES_BETWEEN_REFRESH = ( CLK_FREQUENCY
                                      * 1_000
                                      * REFRESH_TIME
                                    ) / REFRESH_COUNT;
localparam IDLE      = 5'b00000;
localparam INIT_NOP1 = 5'b01000,
           INIT_PRE1 = 5'b01001,
           INIT_NOP1_1=5'b00101,
           INIT_REF1 = 5'b01010,
           INIT_NOP2 = 5'b01011,
           INIT_REF2 = 5'b01100,
           INIT_NOP3 = 5'b01101,
           INIT_LOAD = 5'b01110,
           INIT_NOP4 = 5'b01111;
localparam REF_PRE  =  5'b00001,
           REF_NOP1 =  5'b00010,
           REF_REF  =  5'b00011,
           REF_NOP2 =  5'b00100;
localparam READ_ACT  = 5'b10000,
           READ_NOP1 = 5'b10001,
           READ_CAS  = 5'b10010,
           READ_NOP2 = 5'b10011,
           READ_READ = 5'b10100;
localparam WRIT_ACT  = 5'b11000,
           WRIT_NOP1 = 5'b11001,
           WRIT_CAS  = 5'b11010,
           WRIT_NOP2 = 5'b11011;
localparam CMD_PALL = 8'b10010001,
           CMD_REF  = 8'b10001000,
           CMD_NOP  = 8'b10111000,
           CMD_MRS  = 8'b1000000x,
           CMD_BACT = 8'b10011xxx,
           CMD_READ = 8'b10101xx1,
           CMD_WRIT = 8'b10100xx1;
input  [HADDR_WIDTH-1:0]   wr_addr;
input  [15:0]              wr_data;
input                      wr_enable;
input  [HADDR_WIDTH-1:0]   rd_addr;
output [15:0]              rd_data;
input                      rd_enable;
output                     rd_ready;
output                     busy;
input                      rst_n;
input                      clk;
output [SDRADDR_WIDTH-1:0] addr;
output [BANK_WIDTH-1:0]    bank_addr;
inout  [15:0]              data;
output                     clock_enable;
output                     cs_n;
output                     ras_n;
output                     cas_n;
output                     we_n;
output                     data_mask_low;
output                     data_mask_high;
reg  [HADDR_WIDTH-1:0]   haddr_r;
reg  [15:0]              wr_data_r;
reg  [15:0]              rd_data_r;
reg                      busy;
reg                      data_mask_low_r;
reg                      data_mask_high_r;
reg [SDRADDR_WIDTH-1:0]  addr_r;
reg [BANK_WIDTH-1:0]     bank_addr_r;
reg                      rd_ready_r;
wire [15:0]              data_output;
wire                     data_mask_low, data_mask_high;
assign data_mask_high = data_mask_high_r;
assign data_mask_low  = data_mask_low_r;
assign rd_data        = rd_data_r;
reg [3:0] state_cnt;
reg [9:0] refresh_cnt;
wire [7:0] command;
wire [4:0] state;
reg [7:0] command_nxt;
reg [3:0] state_cnt_nxt;
reg [4:0] next;
assign {clock_enable, cs_n, ras_n, cas_n, we_n} = command[7:3];
assign bank_addr      = (state[4]) ? bank_addr_r : command[2:1];
assign addr           = (state[4] | state == INIT_LOAD) ? addr_r : { {SDRADDR_WIDTH-11{1'b0}}, command[0], 10'd0 };
assign data = (state == WRIT_CAS) ? wr_data_r : 16'bz;
assign rd_ready = rd_ready_r;
always @ (posedge clk)
  if (~rst_n)
    begin
    haddr_r <= {HADDR_WIDTH{1'b0}};
    wr_data_r <= 16'b0;
    rd_data_r <= 16'b0;
    busy <= 1'b0;
    end
  else
    begin
    if (wr_enable)
      wr_data_r <= wr_data;
    if (state == READ_READ)
      begin
      rd_data_r <= data;
      rd_ready_r <= 1'b1;
      end
    else
      rd_ready_r <= 1'b0;
    busy <= state[4];
    if (rd_enable)
      haddr_r <= rd_addr;
    else if (wr_enable)
      haddr_r <= wr_addr;
    end
always @ (posedge clk)
 if (~rst_n)
   refresh_cnt <= 10'b0;
 else
   if (state == REF_NOP2)
     refresh_cnt <= 10'b0;
   else
     refresh_cnt <= refresh_cnt + 1'b1;
always @*
begin
    if (state[4])
      {data_mask_low_r, data_mask_high_r} = 2'b00;
    else
      {data_mask_low_r, data_mask_high_r} = 2'b11;
   bank_addr_r = 2'b00;
   addr_r = {SDRADDR_WIDTH{1'b0}};
   if (state == READ_ACT | state == WRIT_ACT)
     begin
     bank_addr_r = haddr_r[HADDR_WIDTH-1:HADDR_WIDTH-(BANK_WIDTH)];
     addr_r = haddr_r[HADDR_WIDTH-(BANK_WIDTH+1):HADDR_WIDTH-(BANK_WIDTH+ROW_WIDTH)];
     end
   else if (state == READ_CAS | state == WRIT_CAS)
     begin
     bank_addr_r = haddr_r[HADDR_WIDTH-1:HADDR_WIDTH-(BANK_WIDTH)];
     addr_r = {
               {SDRADDR_WIDTH-(11){1'b0}},
               1'b1,                        
               {10-COL_WIDTH{1'b0}},
               haddr_r[COL_WIDTH-1:0]
              };
     end
   else if (state == INIT_LOAD)
     begin
     addr_r = {{SDRADDR_WIDTH-10{1'b0}}, 10'b1000110000};
     end
end
fsm fsm_isnt(clk, rst_n, command, rd_enable, refresh_cnt, state, wr_enable);
endmodule
$ cat design/flow/run.sh
#!/bin/bash
# OpenROAD 26Q1-2900-gdf79404cd8, Yosys 0.63+post, stock flow scripts
make -C /OpenROAD-flow-scripts/flow DESIGN_CONFIG=/design/flow/config.mk WORK_HOME=/design/flow/orfs finish
$ cat design/flow/config.mk
export PLATFORM = sky130hd
export DESIGN_NAME = sdram_controller_silica
export DESIGN_NICKNAME = sdram_controller_silica
export VERILOG_FILES = /design/flow/design.v
export SDC_FILE = /design/flow/constraint.sdc
export NUM_CORES = 4
export LEC_CHECK = 1
export CORE_UTILIZATION = 30
$ cat design/flow/constraint.sdc
current_design sdram_controller_silica

set clk_period 3.9
set clk_io_pct 0.2

create_clock -name clk0 -period $clk_period [get_ports {clk}]

set non_clock_inputs [all_inputs -no_clocks]
set_input_delay [expr $clk_period * $clk_io_pct] -clock clk0 $non_clock_inputs
set_output_delay [expr $clk_period * $clk_io_pct] -clock clk0 [all_outputs]
==> changes_impl.md <==
## Implementation

* Max-area cell share at 33.9%
* Distinct lib cells at 59
* Error: [error] [KeplerFormal.cpp:679] Workflow failed: Iso has multiple drivers: .data0, data[0]$_SDFFE_PN0P_.Q0
* I/O Buffers at 105
* Asr flop ratio synth at 16.0%
* # rows at 41
* Outcome: did not finish
* # hold bufs at CTS at 0
* Cts bufs inserted at 9
* Fail Step: clock tree synthesis
* Post-Synth XOR/XNOR Area at 2.44%
* Postcts setup bufs at 0
* Seq/Total Area, Yosys at 43.1%
* # clock sinks at 81
* YS chip area at 0.00396 mm2
* Post-CTS sizing at 0
* FF+latch count, synth at 81
* Pre-CTS setup slack at 1.11 ns
* Area fraction in mux cells at 10.4%
* Die width at 117 um
* Die Span Y at 117 um
* Syn Area/Cell at 8.93 um2
* Commonest flop: dfxtp_1
* Init Core Util at 31.1%
* Simple Share, Synth at 21.7%
* Num ports at 124
* Max Root-Sink Buffers at 2
* Largest logic family: simple AND/OR/NAND/NOR gates
* Mapped cell area at 0.00396 mm2
* Final HPWL from detailed placement at 6730 um
* YS warnings at 4
* Gpl congestion at 0.842
* Top cells, area: dfxtp_1, mux2i_1, nand2_1, dfstp_2, and2_1
* AO/OA Area Share at 16.1%
* Ys cells at 443
* Cells after synthesis at 443
* Post-synth EDFFs at 1
* Adders+Majority by Area at 0.949%
* H-tree levels at 3
* Clock root cell: clkbuf_16
* Largest area contributor in the synthesized netlist: dfxtp_1
Yosys cell counts, drive strengths merged, types with 10 or more instances:
library cell	instances
dfxtp	67
nand2	66
mux2i	41
o21ai	35
and2	27
nor2	23
nor2b	21
clkbuf	20
a21boi	16
buf	16
a21oi	10
through the flow:
| stage | std cells | hold WS (ns) | cell area [um2] |
|---|---|---|---|
| 3_5_place_dp | 690 | 0.441 | 5080 |
| 3_3_place_gp | 690 | 0.429 | 5080 |
| 2_1_floorplan | 443 | 0.418 | 3960 |
cell families after synthesis:
kind of cell             count (synthesis)
adder cells (fa/ha/maj)                  3
other                                    2
XOR/XNOR                                11
buffers and inverters                   42
flip-flops                              81
AND/OR/NAND/NOR                        171
multiplexers                            41
AND-OR/OR-AND                           92
